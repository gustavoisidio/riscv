File: run.sh
#!/bin/bash
# OpenROAD 26Q1-2900-gdf79404cd8, Yosys 0.63+post, stock flow scripts
make -C /OpenROAD-flow-scripts/flow DESIGN_CONFIG=/design/flow/config.mk WORK_HOME=/design/flow/orfs finish
File: config.mk
export PLATFORM = sky130hd
export DESIGN_NAME = mux32
export DESIGN_NICKNAME = mux32
export VERILOG_FILES = /design/flow/design.v
export SDC_FILE = /design/flow/constraint.sdc
export NUM_CORES = 4
export LEC_CHECK = 1
export CORE_AREA = 10 10 120 120
export DIE_AREA = 0 0 130 130
File: constraint.sdc
current_design mux32

set clk_period 5.8
set clk_io_pct 0.2

create_clock -name clk0 -period $clk_period

set non_clock_inputs [all_inputs -no_clocks]
set_input_delay [expr $clk_period * $clk_io_pct] -clock clk0 $non_clock_inputs
set_output_delay [expr $clk_period * $clk_io_pct] -clock clk0 [all_outputs]
File: design.v
module mux32( Out,
                Sel,
                In0,
                In1,
                In2,
                In3,
                In4,
                In5,
                In6,
                In7); 
input [31:0]  In0,
             In1,
             In2,
             In3,
             In4,
             In5,
             In6,
             In7; 
input [2:0] Sel;  
output [31:0] Out;  
reg [31:0] Out; 
always @ (In0 or In1 or In2 or In3 or In4 or In5 or In6 or In7 or Sel) begin 
            case (Sel) 
                3'b000 : Out = In0; 
                3'b001 : Out = In1; 
                3'b010 : Out = In2; 
                3'b011 : Out = In3; 
                3'b100 : Out = In4; 
                3'b101 : Out = In5; 
                3'b110 : Out = In6; 
                3'b111 : Out = In7; 
            endcase 
end  
endmodule
==> reports/metrics.yaml <==
cells_and_area:
  drive_above_1_share: 0.1221
  final_util: 0.4333
  layout_top_cell: "clkdlybuf4s50_1"
  fillers: 1208
  seq_area_um2: 0
  nClkBuffers: 0
  syn2layout_area_growth_pct: 129.9
  ff_count: 0
  layout_top_cells: "288 x clkdlybuf4s50_1, 53 x a22oi_1, 32 x nand2b_1"
final_timing:
  fin_tns_setup_ns: 0
  rsz0062_at_grt: "false"
  fmax_mhz: 220.2
  hold_viol: 0
  worst_pin_slew_ns: 0.7691
  setup_viol: 0
  relSlewSlack: 0.4867
  drv_slew: 0
  timing.hold.ws_ns: 3.231
  min_period_ns: 4.541
  min_period_over_period: 0.7830
routing:
  via_count: 3541
  vias_per_cell: 4.966
  dr.first_iter.drc_count: 170
  ant_nets: 0
  routed_wl_mm: 14.54
  avgRoutedWirePerCell_um: 20.39
  drcViolationCount: 0
  dr.pass1.iters: 5
worst_setup_path:
  cpLargestDelayFamily: "buffers and inverters"
  worst_setup_path_start_kind: "input pin"
  arrival_ns: 3.38
  path_cells: "buf_4, and3b_1, buf_4, a22oi_1, a31oi_1, clkdlybuf4s50_1"
  crit_fanout: 56
  endpoint_kind: "output pin"
  cp.buffers_inverters: 3
  required_ns: 4.64
  crit_type: "input pin to output pin"
  crit_path_top_delay_cell: "and3b_1"
  timing.critical_path.mode_cell: "buf_4"
  slowest_delay_ns: 0.62
synth:
  synth_cell_types: 29
  yosysWarnings: 1
  synth_chip_area_um2: 2245
  synth_cells: 306
  synth_seq_share: 0
  avgSynthCellArea_um2: 7.335
  syn_area_um2: 2245
  ys_cells: 306
floorplan:
  coreArea_um2: 11910
  chip_area_um2: 16900
  die_y_um: 130
  floorplan.core_util: 0.1884
  pin_count: 291
  die_x_um: 130
  rows: 40
global_route:
  grt_max_degree: 69
  overflow: 0
  antenna_found_initial: 1
  grt_usage: 0.1591
  grt_pass1_vias: 3620
  grt_pass1_wl_mm: 21.07
job:
  tool_warnings: 32
  drv_cap: 0
power_and_ir_drop:
  p_total_uw: 372.9
  ir_drop_v: 0.00002720
  cellPowerDensity_nw_per_um2: 72.26
  leakagePower_nw: 1.846
clock_network:
  cts_resized: 0
  cts_setup_buffers: 0
  hold_buffers: 0
outcome:
  status: "finished, final reports clean"
placed_design:
  place.gp.congestion: 0.8592
  dp_hpwl_mm: 12.01
  numPortBuffers: 291
hold_path:
  hold_class: "input pin to output pin"
-- per-layer routing --
| metal | up-vias | part of all wire | global-route usage |
|---|---|---|---|
| li1 | 1722 | - | - |
| met1 | 1620 | 0.37 | 0.1815 |
| met2 | 193 | 0.50 | 0.2845 |
| met3 | 6 | 0.12 | 0.06420 |
| met4 | 0 | 0.0078 | 0.009921 |
| met5 | - | 0 | 0 |
-- cell families (layout without fill, tap and decap cells) --
logic type      after synthesis  after routing  synth area share
compound gates              145            145            0.4994
simple gates                 82             82            0.1957
buf+inv                      42            301            0.1076
mux                          37             37            0.1973
other cells                   0              1                 0
-- Yosys cell counts, types with 5 or more instances --
master	n	area, µm²
a22oi_1	53	397.9
nand2b_1	32	200.2
nor2_1	29	108.9
mux2_2	28	315.3
a31oi_1	27	168.9
buf_2	26	130.1
a21bo_2	25	250.2
o211ai_1	25	187.7
nand2_1	11	41.29
mux2i_1	6	60.06
clkbuf_1	5	18.77
-- final cells by class --
| type | instances | area (µm²) | share of cell area |
|---|---|---|---|
| diodes | 1 | 2.502 | 0.0004848 |
| inverters | 3 | 11.26 | 0.002182 |
| well taps | 147 | 183.9 | 0.03564 |
| multi-input cells | 264 | 2011 | 0.3896 |
| repair buffers | 298 | 2953 | 0.5721 |
-- stage by stage --
| step | worst slack [ns] | instance area [µm²] | instances |
|---|---|---|---|
| 3_5_place_dp | 1.227 | 5159 | 712 |
| 4_1_cts | 1.228 | 5159 | 712 |
| 2_1_floorplan | 2.540 | 2245 | 306 |
| 3_3_place_gp | 1.266 | 5159 | 712 |
| 5_1_grt | 1.077 | 5161 | 713 |
| 6_report | 1.259 | 5161 | 713 |
-- power breakdown --
group / internal [mW] / leakage [nW] / switching [mW] / total (mW)
combinational: 0.266 / 1.85 / 0.107 / 0.373
clock: 0.0000000230 / 0.00000634 / 0 / 0.0000000230
sequential: 0 / 0 / 0 / 0
-- worst paths after layout --
check  startpoint  endpoint  slack (ns)  cells past startpoint
max        Sel[1]   Out[19]        1.26                      6
min        Sel[0]   Out[17]        3.23                      4
Power and IR drop assume default switching activity.
