$ cat ./config.mk
export PLATFORM = sky130hd
export DESIGN_NAME = mux8to1
export DESIGN_NICKNAME = mux8to1
export VERILOG_FILES = /design/flow/design.v
export SDC_FILE = /design/flow/constraint.sdc
export NUM_CORES = 4
export LEC_CHECK = 1
export CORE_AREA = 10 10 228 228
export DIE_AREA = 0 0 238 238
$ cat ./design.v
module mux8to1( Out,
                Sel,
                In0,
                In1,
                In2,
                In3,
                In4,
                In5,
                In6,
                In7); 
input [63:0]  In0,
             In1,
             In2,
             In3,
             In4,
             In5,
             In6,
             In7; 
input [2:0] Sel;  
output [63:0] Out;  
reg [63:0] Out; 
always @ (In0 or In1 or In2 or In3 or In4 or In5 or In6 or In7 or Sel) begin 
            case (Sel) 
                3'b000 : Out = In0; 
                3'b001 : Out = In1; 
                3'b010 : Out = In2; 
                3'b011 : Out = In3; 
                3'b100 : Out = In4; 
                3'b101 : Out = In5; 
                3'b110 : Out = In6; 
                3'b111 : Out = In7; 
            endcase 
end  
endmodule
$ cat ./run.sh
#!/bin/bash
# OpenROAD 26Q1-2900-gdf79404cd8, Yosys 0.63+post, stock flow scripts
make -C /OpenROAD-flow-scripts/flow DESIGN_CONFIG=/design/flow/config.mk WORK_HOME=/design/flow/orfs finish
$ cat ./constraint.sdc
current_design mux8to1

set clk_period 10.7
set clk_io_pct 0.2

create_clock -name clk0 -period $clk_period

set non_clock_inputs [all_inputs -no_clocks]
set_input_delay [expr $clk_period * $clk_io_pct] -clock clk0 $non_clock_inputs
set_output_delay [expr $clk_period * $clk_io_pct] -clock clk0 [all_outputs]
==> impl.org <==
* Implementation run

** Die
- Per the OpenROAD floorplan log, the height of the die is 238 um.
- The report lists the number of standard-cell rows as 79.
- The floorplan step defined a core boundary enclosing 46800 um^2.
- Initial Utilization :: 9.31%
- Width of the die :: 238 um
- Area of the die :: 56600 um^2
- Pin placement for this block handled 579 I/O pins.

** Status
- The run finished with clean final reports.

** Hold path
- Worst min path class :: input port to output pin

** Synthesis
- Post-synthesis instance total :: 605
- Portion of the post-synthesis area used by sequential elements :: 0%
- Number of library cell types mapped by synthesis :: 31
- Number of cell instances after yosys synthesis :: 605
- The synthesized netlist has a Yosys-reported chip area of 4350 um^2.
- Synthesized area :: 4350 um^2
- The synthesis report lists the Yosys warning total as 1.
- In this run the mean area of a mapped cell was 7.20 um^2.

** Finish
- Most used logic cell in the final layout :: sky130_fd_sc_hd__clkdlybuf4s50_1
- Fraction of layout instances using a drive strength above 1 :: 11.2%
- In the final layout, the fill cell count is 5114.
- The top cell types in the final layout, fill and taps aside, are sky130_fd_sc_hd__clkdlybuf4s50_1 (576), sky130_fd_sc_hd__a22oi_1 (103), sky130_fd_sc_hd__nand2b_1 (59).
- Across the whole layout, storage elements account for 0 um^2.
- Relative to the synthesized area, the layout overhead comes to 144%.
- In the final layout, the multi-input gates occupy 3890 um^2.
- The design has 0 sequential cells.
- Final-layout clock buffer total :: 0

** Drt
- Wire length after detailed routing :: 37.0 mm
- DRC errors left :: 0
- The script logs the mean routed wire length per placed instance as 21.4 um.
- DRT iter0 DRCs :: 369
- In the routed netlist, the antenna diode instances number 0.
- Via-to-Cell Ratio :: 4.19
- Once detail routing completed, the nets flagged for antenna violations numbered 0.
- Detailed-route via count :: 7239
- In the log, the iteration count for the first detailed-route pass is 6.

** Run
- Total tool warning count :: 32
- Number of max-capacitance violations reported :: 0

** Final timing
- RSZ-0062 raised after global routing :: no
- Across all hold checks on the routed design, the worst slack comes to 5210 ps.
- Slew at the pin closest to its max-slew limit :: 734 ps
- The final report lists the setup-violating endpoint count as 0.
- Max-slew violations :: 0
- The final timing summary puts the cycle share of the worst path at 69.1%.
- Total count of hold-check failures in the final report :: 0
- The worst-case max-slew headroom was logged as 51.0%.
- Derived from the worst setup path, the maximum achievable clock frequency is 135 MHz.
- Setup total negative slack on the finished layout was measured at 0 ps.
- For the finished layout, the period the worst path requires is 7400 ps.

** Worst setup path
- WP data arrival :: 5260 ps
- The worst setup path is of the input port to output pin kind.
- Type of origin of the critical path :: input port
- Cell with the largest stage delay on the worst path :: sky130_fd_sc_hd__and3b_2
- Crit path max fanout :: 73
- According to the timing report, the data required time at the worst endpoint equals 8560 ps.
- Sum of buffers and inverters on the critical path :: 3
- Critical-path cell list :: buf_6 > and3b_2 > buf_4 > a22oi_1 > a31oi_1 > clkdlybuf4s50_1
- For this run, the slowest stage of the critical path takes 690 ps.
- The worst setup path is captured at an output pin.
- CP top delay family :: buffers and inverters

** Placement
- DPL Wire Length :: 30.7 mm
- The count of buffers added on input and output ports is 579.
- Routability cong. :: 0.927

** Clock tree
- Looking at the post-CTS report, the setup buffer insertion count equals 0.
- Quantity of gates resized following cts :: 0
- The number of hold buffers added after CTS was 0.

** Global routing
- Number of global-route vias before repair :: 7850
- Global routing used 12.1% of the available tracks.
- Largest net degree at the start of global routing :: 74
- Wire length of the first global-routing pass :: 51.5 mm
- Residual overflow from global routing :: 0
- The initial antenna violation count was 1.

** Pwr
- In this run the power density over the cells is 39.9 nW/um^2.
- Worst IR Drop VDD :: 0.0179 mV
- P_leak :: 3.69 nW
stage by stage:
stage | util, % | area (um^2) | total power [mW] | cells | setup WS, ps
floorplan | - | 4350 | 0.131 | 605 | 5500
global placement | 22.7 | 10600 | 0.425 | 1727 | 3200
detailed placement | 22.7 | 10600 | 0.425 | 1727 | 3230
CTS | 22.7 | 10600 | 0.428 | 1727 | 3230
global route | 22.7 | 10600 | 0.452 | 1727 | 3150
finish | 22.7 | 10600 | 0.424 | 1727 | 3300
metal layers:
metal | up-vias | routed length, um | part of all wire [%] | track usage, %
met5 | - | 13 | 0.035 | 0
met4 | 2 | 1120 | 3.0 | 3.18
met3 | 50 | 4040 | 11 | 4.15
met2 | 476 | 17700 | 48 | 21.0
met1 | 3300 | 14100 | 38 | 13.9
li1 | 3411 | - | - | -
worst paths after layout:
check / from / cells past startpoint / endpoint / slack, ps
min: Sel[0] / 4 / Out[36] / 5210
max: Sel[1] / 6 / Out[9] / 3300
synth_stat cells (all sizes together), types with 8 or more instances:
library cell / n / area [um^2]
o32ai: 8 / 70.1
nor2: 54 / 213
inv: 19 / 71.3
o2bb2ai: 8 / 70.1
o211ai: 50 / 375
o32a: 8 / 80.1
a221oi: 11 / 96.3
mux2: 52 / 586
clkbuf: 24 / 90.1
a21bo: 50 / 500
mux2i: 20 / 200
a31oi: 51 / 319
nand2b: 59 / 369
a22oi: 103 / 773
buf: 53 / 308
nand2: 16 / 60.1
logic make-up (layout without fill, tap and decap cells):
| logic type | Yosys count | count (layout) | synth area share (%) |
|---|---|---|---|
| simple gates | 138 | 138 | 16.3 |
| compound gates | 297 | 297 | 53.8 |
| buf+inv | 96 | 611 | 10.8 |
| mux | 74 | 74 | 19.1 |
power by group:
part / switching (mW) / internal, mW / total, mW / leakage [nW]
Sequential: 0 / 0 / 0 / 0
Combinational: 0.137 / 0.288 / 0.424 / 3.69
Clock: 0 / 0 / 0 / 0
final cells by class:
| cell class | instances | share of cell area [%] |
|---|---|---|
| repair buffers | 592 | 55.5 |
| multi-input cells | 509 | 36.7 |
| well taps | 607 | 7.16 |
| inverters | 19 | 0.672 |
No activity file was given, so power comes from the tool's default toggle rates.
